==> flow/config.mk <==
export PLATFORM = sky130hd
export DESIGN_NAME = AS
export DESIGN_NICKNAME = AS
export VERILOG_FILES = /design/flow/design.v
export SDC_FILE = /design/flow/constraint.sdc
export NUM_CORES = 4
export LEC_CHECK = 1
export CORE_UTILIZATION = 40
==> flow/constraint.sdc <==
current_design AS

set clk_period 17.0
set clk_io_pct 0.2

create_clock -name clk0 -period $clk_period

set non_clock_inputs [all_inputs -no_clocks]
set_input_delay [expr $clk_period * $clk_io_pct] -clock clk0 $non_clock_inputs
set_output_delay [expr $clk_period * $clk_io_pct] -clock clk0 [all_outputs]
==> flow/design.v <==
module AS (Out, In_1, In_2, Sel);
    parameter N = 30;
    input signed [N-1:0]In_1, In_2;
    input Sel;
    output reg signed [N:0]Out;
    always@(*)
    begin
        if(Sel)
            Out = In_1 - In_2;
        else
            Out = In_1 + In_2;
    end
endmodule
==> flow/run.sh <==
#!/bin/bash
# OpenROAD 26Q1-2900-gdf79404cd8, Yosys 0.63+post, stock flow scripts
make -C /OpenROAD-flow-scripts/flow DESIGN_CONFIG=/design/flow/config.mk WORK_HOME=/design/flow/orfs finish
==> flow.log <==
[flow] summary of implementation run
INFO  metric clock_power_share = 0%
INFO  metric final_period_minus_worst_setup_slack = ~12 ns
INFO  metric sequential_cell_total = 0
INFO  metric antenna_cells = 0
INFO  metric route.detailed.drc = 0
INFO  metric final_cells = 473
INFO  metric leakage = 0.001306 uW
INFO  metric endpoint = Out[29]
INFO  metric grt_first_pass_wirelength = 9.984 mm
INFO  metric tool_warnings = 33
INFO  metric final_antenna_net_count = 0
INFO  metric detailedRoute.firstIterationViolations = 97
INFO  metric yosys-top-cells-area = xnor2_1 18%, ha_1 18%, a21oi_1 8.9%
INFO  metric worstPathMaxFanout = 6
INFO  metric synth_warnings = 1
INFO  metric layout.area.seq = 0 um2
INFO  metric clock_buffers = 0
INFO  metric run_status = finished, final reports clean
INFO  metric post-synth-top-area-fraction = 18.05%
INFO  metric slew_headroom = between 50% and 60%
INFO  metric grt_overflow = 0
INFO  metric synth.avg_cell_area = about 7 um2
INFO  metric cp-startpoint = In_2[4]
INFO  metric path_class = primary input to primary output
INFO  metric cp.arrival = 8.16 ns
INFO  metric cp_num_buf_inv = 2
INFO  metric final-hold-violation-count = 0
INFO  metric die_w = around 76 um
INFO  metric worstHoldPathType = primary input to primary output
INFO  metric vdd_ir_drop_max = 26.30 uV
INFO  metric wl_per_instance = 13.09 um
INFO  metric kind_of_capture_point_of_the_worst_setup_path = primary output
INFO  metric dr_total_vias = roughly 2500
INFO  metric clock.fmax = ~0.087 GHz
INFO  metric post_cts_resized = 0
INFO  metric ios = 92
INFO  metric synth_sequential_area_ratio = 0%
INFO  metric share_seq_of_total_power = 0%
INFO  metric layout.cells.most_common_list = 92 x clkdlybuf4s50_1, 45 x xnor2_1, 39 x a21oi_1, 31 x ha_1, 28 x nor2_1
INFO  metric port_buffers = between 90 and 100
INFO  metric routed_via_density = ~5.4
INFO  metric drt_pre_antenna_iters = 4
INFO  metric drive_gt1_share = 2.730%
INFO  metric setup_violations = 0
INFO  metric n_fill_cell = 462
INFO  metric final.setup.worst_slack = around 5.4 ns
INFO  metric p_sw_share = approximately two fifths
INFO  metric number_of_cells_after_detailed_placement = ~470
INFO  metric number_of_antenna_violations_at_the_first_check_in_global_routing = 0
INFO  metric fin_setup_tns = 0 ns
INFO  metric crit_slowest_cell = nor4_1
INFO  metric fin_hold_ws = about 7.8 ns
INFO  metric timing_worst_slew_pin_value = 0.7388 ns
INFO  metric comb_power_share = around 100%
INFO  metric rsz0062_at_grt = no
INFO  metric placeableCoreArea = about 0.0052 mm2
INFO  metric floorplan.initialDensity = a little over two fifths
INFO  metric slew_viol_final = 0
INFO  metric critical_path_launch_point_type = primary input
INFO  metric die.size.y = roughly 76 um
INFO  metric maximum_number_of_pins_on_one_net_before_global_route_repair = 33
INFO  metric most_frequent_logic_cell_in_the_layout = clkdlybuf4s50_1
INFO  metric worst_path_dominant_cell_family = simple AND/OR/NAND/NOR gates
INFO  metric max_stage_delay = roughly 0.57 ns
INFO  metric top_area_cell = xnor2_1
INFO  metric cts.repair_timing.setup_buffer_count = 0
INFO  metric power.switching = ~66 uW
INFO  metric finalWeightedCongestion = 0.9158
INFO  metric pwr_density_cell = 51.11 mW/mm2
INFO  metric cp.depth = 17
INFO  metric area_delta_synth_final = 46.02%
INFO  metric gr-usage-all-layers = about 22%
INFO  metric internal_power = about 97 uW
INFO  metric yosys_reported_design_area_after_synthesis = approximately 0.0022 mm2
INFO  metric pre_cts_setup_slack = about 5.5 ns
INFO  metric detailed_place_hpwl = roughly 5.3 mm
INFO  metric cp_cell_sequence = clkdlybuf4s50_1 -> nor3_1 -> nand2b_1 -> nor4_1 -> a21oi_1 -> nor2_1 -> o21ai_0 -> xnor2_1 -> ha_1 -> a21oi_1 -> nand3_1 -> a2111oi_0 -> nor2_1 -> a41oi_1 -> a31oi_1 -> xor2_1 -> clkdlybuf4s50_1
INFO  metric via_count_of_the_first_global_routing_pass = between 2000 and 2500
INFO  metric std_cell_rows = 26
INFO  metric fin_crit_sh = between 60% and 70%
INFO  metric design.die.area = approximately 0.0058 mm2
INFO  metric yosysCellCount = ~310
INFO  metric synth.distinct_cells = approximately 47
INFO  metric post_synth_inst_count = between 300 and 400
INFO  metric routed_wirelength = slightly above 6 mm
INFO  metric synthesized_cell_area = 0.002183 mm2
INFO  metric cts_hold_buffers = 0
INFO  metric maxcap_violations = 0
INFO  metric worstPathRequired = about 14 ns
## power by group through the flow
stage / clock (uW) / sequential (uW) / combinational [uW]
final: 0 / 0 / 163
after global routing: 0 / 0 / 183
after CTS: 0 / 0 / 164
## logic make-up (layout without fill, tap and decap cells)
| logic type | after synthesis | in the layout | share of synthesized area, % |
|---|---|---|---|
| AND/OR/NAND/NOR | 101 | 101 | 24.64 |
| adder cells (fa/ha/maj) | 32 | 32 | 18.68 |
| buffers and inverters | 18 | 108 | 3.094 |
| multiplexers | 1 | 1 | 0.4585 |
| XOR/XNOR | 57 | 57 | 23.21 |
| AND-OR/OR-AND | 104 | 104 | 29.92 |
## cells in the mapped netlist (2+ instances only)
master / number
a21o_1: 11
a21oi_1: 39
a31oi_1: 8
a41oi_1: 3
and2_1: 5
and3_1: 5
clkbuf_1: 3
ha_1: 31
inv_1: 15
nand2_1: 19
nand2b_1: 6
nand3_1: 5
nor2_1: 28
nor2b_1: 4
nor3_1: 11
nor3b_2: 2
nor4_1: 7
o21a_1: 3
o21ai_0: 22
o21bai_1: 2
o31a_1: 3
or3_1: 2
xnor2_1: 45
xor2_1: 11
## tightest hold or removal path, stage by stage
cell and delay (ns):
clkdlybuf4s50_1 0.39, inv_1 0.06, ha_1 0.12, inv_1 0.03, clkdlybuf4s50_1 0.39
## worst min-delay path by stage
stage | slack, ns | start | to | depth (start not counted)
4_1_cts | 7.80 | In_1[0] | Out[0] | 5
5_1_grt | 7.86 | In_1[0] | Out[0] | 5
6_report | 7.79 | In_1[0] | Out[0] | 5
## stage by stage
step	util [%]	total power, uW	cell area [um2]
global placement	61.64	163.4	3188
global route	61.64	182.7	3188
CTS	61.64	163.6	3188
finish	61.64	163.0	3188
floorplan	-	82.48	2183
detailed placement	61.64	162.2	3188
## final cells by class
class,count,area (um2),share of cell area [%]
inverter,15,56.30,1.766
multi-input combinational,295,2116,66.37
tap,70,87.58,2.747
timing repair buffer,93,928.4,29.12
## metal layers
| layer | GRT usage, % | vias up | share of wire, % |
|---|---|---|---|
| met5 | 0 | - | 0 |
| met4 | 0 | 0 | 0 |
| met3 | 2.011 | 0 | 7.8 |
| met2 | 35.20 | 86 | 43 |
| met1 | 35.47 | 1125 | 50 |
| li1 | - | 1333 | - |
Power figures rest on the tool's default switching activity, not on a simulated workload.
