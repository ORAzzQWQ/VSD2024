[run.sh]
#!/bin/bash
# OpenROAD 26Q1-2900-gdf79404cd8, Yosys 0.63+post, stock flow scripts
make -C /OpenROAD-flow-scripts/flow DESIGN_CONFIG=/design/flow/config.mk WORK_HOME=/design/flow/orfs finish
[config.mk]
export PLATFORM = sky130hd
export DESIGN_NAME = TLC
export DESIGN_NICKNAME = TLC
export VERILOG_FILES = /design/flow/design.v
export SDC_FILE = /design/flow/constraint.sdc
export NUM_CORES = 4
export LEC_CHECK = 1
export CORE_AREA = 10 10 70 70
export DIE_AREA = 0 0 80 80
[constraint.sdc]
current_design TLC

set clk_period 2.2
set clk_io_pct 0.2

create_clock -name clk0 -period $clk_period [get_ports {clk}]

set non_clock_inputs [all_inputs -no_clocks]
set_input_delay [expr $clk_period * $clk_io_pct] -clock clk0 $non_clock_inputs
set_output_delay [expr $clk_period * $clk_io_pct] -clock clk0 [all_outputs]
[design.v]
`timescale 1ns/1ps
module TLC (reset, clk, EW_Red, EW_Green, EW_Yellow, NS_Red, NS_Green, NS_Yellow);
    input reset;           
    input clk;
    output reg EW_Red, EW_Green, EW_Yellow;   
    output reg NS_Red, NS_Green, NS_Yellow;   
    parameter Idle = 3'b000, 
              EW_Red_NS_Green = 3'b001, EW_Red_NS_Yellow = 3'b010,
              NS_Red_EW_Green = 3'b011, NS_Red_EW_Yellow = 3'b100;
    reg [2:0] state, nx_state;
    reg [5:0] time_cnt;
    always @ (state or time_cnt) begin
        case (state)
            Idle: nx_state = EW_Red_NS_Green;    
            EW_Red_NS_Green: begin
                if (time_cnt == 6'd6)
                    nx_state = EW_Red_NS_Yellow;  
                else
                    nx_state = state;
            end
            EW_Red_NS_Yellow: begin
                if (time_cnt == 6'd2)
                    nx_state = NS_Red_EW_Green;   
                else
                    nx_state = state;
            end
            NS_Red_EW_Green: begin
                if (time_cnt == 6'd6)
                    nx_state = NS_Red_EW_Yellow;  
                else
                    nx_state = state;
            end
            NS_Red_EW_Yellow: begin
                if (time_cnt == 6'd2)
                    nx_state = EW_Red_NS_Green;   
                else
                    nx_state = state;
            end
            default: nx_state = state;
        endcase
    end
    always @ (posedge clk) begin
        if (reset)
            state <= Idle;
        else
            state <= nx_state;
    end
    always @ (posedge clk) begin
        if (state == Idle || ((state == EW_Red_NS_Green || state == NS_Red_EW_Green) && time_cnt == 6'd6) || 
            ((state == EW_Red_NS_Yellow || state == NS_Red_EW_Yellow) && time_cnt == 6'd2))
            time_cnt <= 6'd0;
        else
            time_cnt <= time_cnt + 1'b1;
    end
    always @ (*) begin
        EW_Red <= (state == EW_Red_NS_Green || state == EW_Red_NS_Yellow);
        EW_Green <= (state == NS_Red_EW_Green);
        EW_Yellow <= (state == NS_Red_EW_Yellow);
    end
    always @ (*) begin
        NS_Red <= (state == NS_Red_EW_Green || state == NS_Red_EW_Yellow);
        NS_Green <= (state == EW_Red_NS_Green);
        NS_Yellow <= (state == EW_Red_NS_Yellow);
    end
endmodule
==> Changelog: implementation <==
## Flow update

- Leakage: 0.2297 nW
- Worst-path maximum fanout: 5
- # IOs: 8
- DR pass1 iterations: 2
- All-Layer GR Usage: 3.050%
- Pwr per Cell Area: 647.3 mW/mm^2
- Skew final: 0.002993 ns
- Slew Limit Headroom: 71.24%
- Yosys stat area: 467.9 um^2
- Clk latency late pin: 0.26 ns
- Die Height: 80 um
- Postcts setup bufs: 0
- H-tree levels: 1
- DRT iter0 DRCs: 5
- # DRC: 0
- WP data required: 1.76 ns
- Routed Antenna Nets: 0
- Synth flops: 11
- Fill count: 393
- Max Root-Sink Buffers: 2
- Std cell rows: 21
- Crit Path Category: reg2out
- Initial Utilization: 13.70%
- Tool Warnings: 26
- WL final: 824 um
- Avg Cell Area, Syn: 10.17 um^2
- Area Overhead vs Synth: 32.89%
- Yosys Warn Count: 1
- Clock-pin slew on the worst setup and hold paths: 0.07 ns
- Ant diodes: 0
- Gp weighted congestion: 0.8052
- Drt via density: 3.243
- Reg2Reg Launch Point: time_cnt[0]$_SDFF_PP0_
- Kind of end point of the critical path: output port
- Resized Gates After CTS: 0
- Worst-Margin Slew: 0.4296 ns
- Share of cells above drive strength 1: 22.81%
- Hold Slack: 0.4672 ns
- Worst vdd ir: 0.3231 mV
- Status: finished, final reports clean
- CTS Buf Count: 3
- DP HPWL: 593.5 um
- Setup TNS: 0 ns
- Post-Syn Area: 467.9 um^2
- Yosys Instances: 46
- Tmin final: 1.748 ns
- Mapped Cells: 46
- Die Wd: 80 um
- R2R Setup Slk: 0.86 ns
- Largest net degree at the start of global routing: 8
- Crit start category: register
- WL/cell: 8.000 um
- Endpoints failing setup: 0
- Comb area: 236.5 um^2
- Max-slew violations: 0
- Critical path launch point: state[2]$_DFF_P_
- Register area share after synthesis: 47.06%
- Yosys cell types: 20
- Worst EP arrival: 1.31 ns
- Final Hold Violation Tally: 0
- Pwr Total: 0.4025 mW
- Cts hold-fix bufs: 0
- Hold Crit Class: reg2reg
- Buffers on Ports: 7
- CTS tree: done
- HP Start: time_cnt[0]$_SDFF_PP0_
- Die area: 0.006400 mm^2
- Vias: 334
- Initial antenna violation count: 0
- Root Driver: clkbuf_4
- Tcrit/Tclk final: 79.47%
- Storage cell area: 220.2 um^2
- Vias in the first global route: 407
- Clk sink count: 11
- Max-cap violations: 0
- Core ar.: 0.003416 mm^2
- Grt total ovfl: 0
- Fmax: 571.9 MHz
- First-pass GRT wire length: 1.635 mm
- RSZ-0062 raised after global routing: no
worst max-delay path, cell delays in order (launching register included):
cell             delay (ns)
dfxtp_1                0.34
or2_2                  0.30
clkdlybuf4s50_1        0.41
cells in the mapped netlist, drive strengths merged:
cell type	count	area [um^2]
dfxtp	11	220.2
nor2	8	40.03
a21oi	5	28.78
inv	3	11.26
a21o	2	16.27
ha	2	25.02
nand3	2	10.01
or2	2	12.51
or3	2	12.51
xor2	2	17.52
a31o	1	17.52
nand2	1	3.750
nor4b	1	23.77
o21ai	1	5.000
o22ai	1	6.260
or3b	1	8.760
xnor2	1	8.760
per-layer routing:
metal / up-vias / GRT usage, % / part of all wire [%]
li1: 178 / - / -
met1: 144 / 3.579 / 53
met2: 10 / 4.334 / 35
met3: 2 / 2.386 / 11
met4: 0 / 0.5282 / 0.61
met5: - / 0 / 0
registers in the layout, summed over array words and instances, names as in the netlist:
name / flops
state: 5
time_cnt: 6
metrics by stage:
step                      util [%]  worst slack (ns)  instance area (um^2)  cells
after floorplan                  -            0.9827                 467.9     46
after global placement       17.44            0.7238                 595.6     99
after detailed placement     17.44            0.7397                 595.6     99
final                        18.21            0.4516                 621.8    103
after global routing         18.21            0.3740                 621.8    103
after CTS                    18.21            0.4406                 621.8    103
layout make-up:
class / count / area share [%]
inverter: 3 / 1.811
timing repair buffer: 7 / 11.27
tap: 46 / 9.256
multi-input combinational: 32 / 38.03
sequential: 11 / 35.41
clock buffer: 4 / 4.225
cell usage in the layout (no fill, tap or decap), types with 2 or more instances in the layout:
master           netlist  final
a21oi_1                4      4
dfxtp_1               11     11
nor2_2                 4      4
or3_1                  2      2
clkbuf_4               0      3
nand3_1                2      2
inv_1                  3      3
ha_1                   2      2
xor2_1                 2      2
or2_2                  2      2
nor2_1                 4      4
clkdlybuf4s50_1        0      7
cell families (layout without fill, tap and decap cells):
family | Yosys count | count (layout) | share of synthesized area, %
and+or+nand+nor | 17 | 17 | 23.79
buffers and inverters | 3 | 14 | 2.406
AOI/OAI and AO/OA | 10 | 10 | 15.78
DFF | 11 | 11 | 47.06
adders and majority gates | 2 | 2 | 5.347
xor gates and xnor gates | 3 | 3 | 5.616
where the power goes:
part,leakage [nW],switching (mW),internal [mW]
Combinational,0.125,0.0198,0.0296
Sequential,0.0900,0.0110,0.209
Clock,0.0150,0.0633,0.0700
path summary, 6_finish.rpt:
kind | endpoint | cells past startpoint
worst max register to register | time_cnt[4]$_SDFF_PP0_ | 5
worst max-delay path | EW_Red | 2
worst min register to register | time_cnt[0]$_SDFF_PP0_ | 1
worst min-delay path | time_cnt[0]$_SDFF_PP0_ | 1
Power is estimated from default activity; no workload was simulated.
