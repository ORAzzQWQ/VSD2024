$ cat ./run.sh
#!/bin/bash
# OpenROAD 26Q1-2900-gdf79404cd8, Yosys 0.63+post, stock flow scripts
make -C /OpenROAD-flow-scripts/flow DESIGN_CONFIG=/design/flow/config.mk WORK_HOME=/design/flow/orfs finish
$ cat ./config.mk
export PLATFORM = sky130hd
export DESIGN_NAME = Counter
export DESIGN_NICKNAME = Counter
export VERILOG_FILES = /design/flow/design.v
export SDC_FILE = /design/flow/constraint.sdc
export NUM_CORES = 4
export LEC_CHECK = 1
export CORE_AREA = 10 10 70 70
export DIE_AREA = 0 0 80 80
$ cat ./constraint.sdc
current_design Counter

set clk_period 1.7
set clk_io_pct 0.2

create_clock -name clk0 -period $clk_period [get_ports {clk}]

set non_clock_inputs [all_inputs -no_clocks]
set_input_delay [expr $clk_period * $clk_io_pct] -clock clk0 $non_clock_inputs
set_output_delay [expr $clk_period * $clk_io_pct] -clock clk0 [all_outputs]
$ cat ./design.v
`timescale 10ns / 1ps
module Counter(
    input clk,
    input reset,
    input en,
    input sel,
    output reg [4:0] out
);
    always @(posedge clk) begin
        if (reset) begin
            out <= 5'd0;
        end 
        else begin
            if (en) begin
                if (sel) begin  
                    if (out > 0) begin
                        out <= out - 1;
                    end
                    else begin
                        out <= 0;
                    end
                end
                else begin  
                    if (out < 29) begin
                        out <= out + 1;
                    end
                    else begin
                        out <= 29; 
                    end
                end
            end
            else begin
                out <= out;
            end
        end
    end
endmodule
==> impl_metrics.yaml <==
# synthesis and place-and-route metrics
drt:
  routedWlPerCell_um: 9.973
  drc: 0
  wl_mm: 1.107
  viasPerCell: 3.865
  ant_nets: 0
  first_iter_violations: 64
  dr.pass1.iters: 4
  num_vias: 429
  insertedDiodeCount: 0
min_path:
  whs_path_depth: 3
  min-delay-start: "out[1]$_SDFFE_PP0P_"
  min_to: "out[1]$_SDFFE_PP0P_"
  min_path_type: "flip-flop to flip-flop"
clock_network:
  cts.path.max_buffers: 2
  cts_buffers: 3
  cts_tree: "yes"
  clock.latency.late_pin_ns: 0.25
  clk_pin_slew_ns: 0.05
  ctsResizeCount: 0
  htree_levels: 1
  hold_buffers: 0
  postCtsSetupRepairBufs: 0
  numClockSinks: 5
  clockRootBuffer: "clkbuf_4"
synthesis:
  syn-mean-instance-area_sq_um: 7.851
  synth_area_sq_um: 400.4
  ys_chip_area_sq_um: 400.4
  synth.distinct_cells: 29
  synth_seq_share_pct: 25.00
  yosysWarnings: 1
  ys_cells: 51
  syn_inst: 51
  numSynthFlops: 5
place:
  place_hpwl_um: 894.7
  gp_congestion: 0.9397
  dpl_cell_area_sq_um: 551.8
  pre_cts_ws_ns: 0.04560
  port_buffers: 8
sta:
  finalSetupViolations: 0
  skew_ns: 0.008951
  relSlewSlack_pct: 73.05
  slew_viol_final: 0
  rsz0062_at_grt: "no"
  tightest_slew_ns: 0.4034
  period_needed_ns: 1.655
  tns_ns: 0
  min_period_over_period_pct: 97.38
  hold_viol_final: 0
  fmax_mhz: 604.1
  setup_slack_ns: 0.04451
  fin_hold_ws_ns: 0.6509
worst_setup_path:
  cp.arrival_ns: 1.32
  crit_chain: "clkdlybuf4s50_1"
  cp_slowest_cell: "dfxtp_1"
  r2r_start: "out[0]$_SDFFE_PP0P_"
  crit_type: "flip-flop to output pin"
  slowest_delay_ns: 0.54
  crit_path_end_kind: "output pin"
  cp-start-kind: "flip-flop"
  cp_top_family: "flip-flops"
  worst_r2r_endpoint: "out[1]$_SDFFE_PP0P_"
  r2r_setup_slack_ns: 0.22
  cp_num_buf_inv: 1
  critPathMaxFanout: 11
  r2r_cells: 6
  required_ns: 1.36
floorplanning:
  pin_count: 9
  die-width_um: 80
  die_h_um: 80
  core_sq_um: 3416
  chipArea_sq_um: 6400
  initCoreUtil_pct: 11.72
  fp-row-count: 21
power:
  comb_power_share_pct: 29.9
  p_seq_share_pct: 34.7
  p_sw_share_pct: 28.80
  p_per_area_nw_per_um2: 678.8
  clkPwrFrac_pct: 35.4
  p_switching_mw: 0.1130
  vdd_drop_max_mv: 0.1315
  power_leakage_nw: 0.2032
  design_power_total_mw: 0.3924
  internal-power_mw: 0.2794
cells_and_area:
  drive_gt1_share_pct: 20.00
  fillers: 396
  largest_reg_flops: 5
  area_delta_synth_final_pct: 44.37
  final_area_sq_um: 578.1
  regMostFlops: "out"
  seq_area_sq_um: 100.1
  comb_area_sq_um: 265.3
  reg_top3: "out x5"
global_routing:
  grt_max_degree: 12
  antenna_found_initial: 0
  grt_pass1_wl_mm: 1.814
  overflow: 0
  grt_usage_pct: 3.383
  grt_pass1_vias: 394
outcome:
  status: "finished clean"
job:
  drv_cap: 0
  warnings: 26
[how the worst max path moves through the flow]
stage                    from  cells past startpoint  slack (ns)     end
5_1_grt   out[2]$_SDFFE_PP0P_                      1     0.00005  out[2]
4_1_cts   out[2]$_SDFFE_PP0P_                      1        0.04  out[2]
6_report  out[2]$_SDFFE_PP0P_                      1        0.04  out[2]
[cell usage in the layout, fill, tap and decap left out, types with 3 or more instances in the layout]
cell,netlist,routed
clkdlybuf4s50_1,0,8
clkbuf_4,0,3
a21oi_1,4,4
o21ai_0,3,3
buf_4,1,5
nor2_1,5,5
inv_1,3,3
dfxtp_1,5,5
nand2_1,3,3
o211ai_1,3,3
[worst register-to-register path, cell delays in order, from the launching register on]
cell and delay (ns):
dfxtp_1 0.33, inv_1 0.05, ha_1 0.21, or3b_4 0.24, o21ai_2 0.05, or2_1 0.21
a311oi_1 0.28
[cell type report]
type                            instances  area share (%)
Clock buffer                            4           4.545
Timing Repair Buffer                   13           20.35
Sequential cell                         5           17.32
Inverter                                3           1.948
Multi-Input combinational cell         40           45.89
Tap cell                               46           9.957
[synthesized netlist by cell type]
cell | n | area, sq um
nand2_1 | 3 | 11.26
o32ai_1 | 1 | 8.760
nor2b_1 | 1 | 6.260
o22ai_1 | 1 | 6.260
o21ai_2 | 1 | 8.760
and3b_1 | 1 | 8.760
or2_1 | 1 | 6.260
and3_2 | 1 | 7.510
buf_6 | 1 | 11.26
o211ai_1 | 3 | 22.52
mux2_2 | 1 | 11.26
or3b_4 | 1 | 11.26
a31oi_1 | 2 | 12.51
buf_2 | 1 | 5.000
a211oi_1 | 1 | 7.510
o21ai_0 | 3 | 15.01
and3_1 | 1 | 6.260
dfxtp_1 | 5 | 100.1
nor3_2 | 1 | 10.01
ha_1 | 2 | 25.02
nand3_1 | 2 | 10.01
buf_4 | 1 | 7.510
inv_1 | 3 | 11.26
a311oi_1 | 1 | 8.760
nor2_1 | 5 | 18.77
a22oi_1 | 1 | 7.510
nor3b_1 | 1 | 7.510
a21oi_1 | 4 | 20.02
nand3b_1 | 1 | 7.510
[metal layers]
metal,track usage (%),vias to the layer above,share of wire (%)
met5,0,-,0
met4,1.056,0,2.3
met3,1.818,2,12
met2,4.334,13,38
met1,4.660,195,47
li1,-,219,-
[power by group through the flow]
stage / Combinational, mW / Clock (mW) / Sequential, mW
after global routing: 0.130 / 0.154 / 0.137
after CTS: 0.118 / 0.142 / 0.136
final: 0.117 / 0.139 / 0.136
[per-stage QoR]
stage | utilization (%) | std cells
detailed placement | 16.15 | 107
global placement | 16.15 | 107
finish | 16.92 | 111
CTS | 16.92 | 111
floorplan | - | 51
global route | 16.92 | 111
[kinds of logic (layout without fill, tap and decap cells)]
kind of cell | after synthesis | after routing | share of synthesized area [%]
simple gates | 19 | 19 | 27.82
buf+inv | 6 | 20 | 8.749
mux | 1 | 1 | 2.812
flops | 5 | 5 | 25.00
fa+ha+maj | 2 | 2 | 6.249
compound gates | 18 | 18 | 29.38
Power is estimated from default activity; no workload was simulated.
